==> flow/design.v <==
`timescale 1ns / 1ps
module DMem(WriteData,   
            MemData,     
            Address,     
            MemWrite,   
            Clk);        
parameter ADDRESS_WIDTH = 16;
parameter DATA_WIDTH = 32;
input [DATA_WIDTH-1:0]       WriteData;
input [ADDRESS_WIDTH-1:0]    Address;
input MemWrite;
input Clk;
output [DATA_WIDTH-1:0] MemData;
reg [DATA_WIDTH-1:0] mem_contents [ADDRESS_WIDTH-1:0];
integer i;
assign MemData= mem_contents[Address];
always @(posedge Clk)
begin
	if(MemWrite)
	begin
		mem_contents[Address]<= #5 WriteData;
	end
end
endmodule
==> flow/run.sh <==
#!/bin/bash
# OpenROAD 26Q1-2900-gdf79404cd8, Yosys 0.63+post, stock flow scripts
make -C /OpenROAD-flow-scripts/flow DESIGN_CONFIG=/design/flow/config.mk WORK_HOME=/design/flow/orfs finish
==> flow/config.mk <==
export PLATFORM = sky130hd
export DESIGN_NAME = DMem
export DESIGN_NICKNAME = DMem
export VERILOG_FILES = /design/flow/design.v
export SDC_FILE = /design/flow/constraint.sdc
export NUM_CORES = 4
export LEC_CHECK = 1
export CORE_UTILIZATION = 40
==> flow/constraint.sdc <==
current_design DMem

set clk_period 4.4
set clk_io_pct 0.2

create_clock -name clk0 -period $clk_period [get_ports {Clk}]

set non_clock_inputs [all_inputs -no_clocks]
set_input_delay [expr $clk_period * $clk_io_pct] -clock clk0 $non_clock_inputs
set_output_delay [expr $clk_period * $clk_io_pct] -clock clk0 [all_outputs]
==> Changelog: implementation <==
## Implementation

- Starting DRC count in detailed routing: around 530
- P&R area growth vs syn: 18.5%
- Die area: between 0.04 and 0.05 mm^2
- Most common logic cell in the routed design: edfxtp_1
- Max_cap viols: 0
- Worst setup margin: 0.532 ns
- AND/OR/NAND/NOR Cells, Area Fraction: 0.0131
- RSZ-0062 raised after global routing: no
- Post-route ant nets: 0
- Synth flops: roughly 510
- Top non-seq family: multiplexers
- Core area: 0.0470 mm^2
- Critical path class: in2out
- Crit-path cells: clkdlybuf4s50_1 -> nor2b_4 -> buf_12 -> a22oi_1 -> nand2_1 -> clkdlybuf4s50_1
- Synth Area in Adders: 0
- Crit-path most repeated cell: clkdlybuf4s50_1
- Power per cell area: ~460 mW/mm^2
- Total Routing Usage GR: 0.190
- Crit start category: input pin
- GRT overflow: 0
- HP Class: in2reg
- Final hold vios: 0
- Slew @ Worst Pin: 0.773 ns
- CTS tree: yes
- Yosys xor share: 0
- Multiplexer share: 0.150
- Sequential share of power: 0.527
- Worst Setup End Kind: primary output
- Vias in the first global route: 9967
- Chip Width: 221 um
- Layout cells sized above 1: 0.272
- Port Buffers: slightly below 70
- Clock power share: 0.420
- Ys cells: roughly 810
- GP Congestion: 0.768
- Critical Path AT: 2.99 ns
- Critical hold path startpoint: WriteData[17]
- Die height: ~220 um
- Drt wl/cell: approximately 26 um
- Routing usage on met2: 0.273
- Floorplan Utilization: 0.409
- Pleak: around 7 nW
- Max FFs per register: around 510
- Most flop-heavy register: mem_contents
- Average cell area after synthesis: roughly 24 um^2
- H-Tree Depth: 2
- Post-CTS Setup Bufs: 0
- CTS max path bufs: 3
- Row count: roughly 80
- CP Launch Point: Address[2]
- Peak supply drop: roughly 280 uV
- Root buffer cell: clkbuf_16
- Setup TNS Final: 0 ns
- IO Pins: about 82
- Met3 global-route usage: 0.139
- Cycle use final: 0.879
- Pwr Total: 10.4 mW
- DP Wirelength: about 22000 um
- Mapped Cells: just over 800
- Final setup vio count: 0
- Complex Gates by Area: 0.0250
- Yosys cell types: 16
- GR peak layer: met2
- Biggest registers after layout: mem_contents x512
- Comb power frac: 0.053
- Tool warnings: 37
- Sink Count: between 500 and 600
- Status: finished, final reports clean
- Most instantiated logic cells after routing: 512 x edfxtp_1, 128 x mux4_2, 67 x clkdlybuf4s50_1, 64 x a22oi_1, 52 x clkbuf_16
- Placed cell area: approximately 0.021 mm^2
- Worst path slowest cell: clkdlybuf4s50_1
- Final Cell Area: roughly 0.023 mm^2
- Yosys warning tally: 1
- Switching power: ~2 mW
- Max FO, Critical Path: 21
- Final min period: roughly 3.9 ns
- Via count: roughly 8700
- CTS resizes: 0
- Cts hold-fix bufs: 0
- Switch share: 0.196
- Initial antenna violation count: 2
- Slew HR: 0.483
- Synthesized cell area: just under 0.02 mm^2
- Num CTS Buffers: between 50 and 60
- Int Power: 8.37 mW
- Highest Clock Rate: around 260 MHz
- DR DRC count: 0
- Vias per inst: between 5 and 6
- Setup WS pre-CTS: 0.491 ns
- Met1 GRT Util: 0.250
- Max-slew violation count: 0
- Yosys chip area: ~0.019 mm^2
- Routed WL: 40600 um
- Crit path DRT: 3.52 ns
- CP peak stage delay: between 0.7 and 0.8 ns
- Reg clk slew, reported paths: roughly 0.060 ns
- Largest net degree at the start of global routing: roughly 47
- Register share after synthesis: 0.800
- Global-route wire length before repair: between 60000 and 70000 um
- Number of iterations in the first detailed-routing pass: 4
==> cell families (layout without fill, tap and decap cells) <==
logic type	Yosys count	in the layout
AND/OR/NAND/NOR	59	59
multiplexers	128	128
AND-OR/OR-AND	64	64
other	0	1
flip-flops	512	512
buffers and inverters	45	207
==> cell type report <==
| class | instances | area [um^2] |
|---|---|---|
| Fill cell | 3634 | 24200 |
| Sequential cell | 512 | 15400 |
| Multi-Input combinational cell | 251 | 3750 |
| Clock buffer | 67 | 1360 |
| Timing Repair Buffer | 115 | 1200 |
| Tap cell | 607 | 759 |
| Clock inverter | 25 | 332 |
| Antenna cell | 1 | 2.50 |
==> through the flow <==
stage / util / hold slack (ns) / cells
floorplan: - / 0.979 / 808
global placement: 0.449 / 1.79 / 1485
detailed placement: 0.449 / 1.81 / 1485
CTS: 0.485 / 1.19 / 1577
global route: 0.485 / 1.26 / 1577
finish: 0.485 / 1.20 / 1578
==> critical path: cells and delay by family <==
kind / cells / cell delay (ns)
AND-OR/OR-AND: 1 / 0.11
AND/OR/NAND/NOR: 2 / 0.53
buffers and inverters: 3 / 1.45
==> Yosys cell counts <==
library cell	number	share of area
mux4_2	128	0.15
nand2b_1	2	0.00065
buf_4	1	0.00039
nor2_1	13	0.0025
buf_2	11	0.0029
edfxtp_1	512	0.80
or3b_2	1	0.00046
nand3_1	1	0.00026
and2_1	1	0.00033
buf_6	6	0.0035
nor2b_1	2	0.00065
nand3b_1	2	0.00078
clkbuf_1	27	0.0053
nand2_1	33	0.0064
nor3_1	4	0.0010
a22oi_1	64	0.025
==> per-layer routing <==
metal / wire [um] / up-vias
met1: 13900 / 4360
met4: 908 / 4
li1: - / 3731
met3: 6580 / 76
met5: 71 / -
met2: 19200 / 553
==> power by group through the flow <==
stage	logic, mW	clock network [mW]	registers (mW)
CTS	0.572	4.46	5.49
global route	0.611	4.64	5.49
finish	0.557	4.37	5.49
==> worst paths after layout <==
path / cells after the start / slack, ns / endpoint
max: 6 / 0.53 / MemData[25]
min: 1 / 1.20 / mem_contents[10][17]
Power figures rest on the tool's default switching activity, not on a simulated workload.
