## /design/flow/design.v

```verilog
`timescale 1ns / 1ps
module mux_2bit(output_data, input_data0, input_data1, input_data2, input_data3, select);
parameter word_size = 32;
input [1:0] select;
input [word_size-1:0] input_data0, input_data1, input_data2, input_data3;
output reg [word_size-1:0] output_data;
always @(input_data0 or input_data1 or input_data2 or input_data3 or select) begin
	case (select)
		0: output_data <= input_data0;
		1: output_data <= input_data1;
		2: output_data <= input_data2;
		3: output_data <= input_data3;
		default: output_data <= 0;
	endcase
end
endmodule
```

## /design/flow/run.sh

```bash
#!/bin/bash
# OpenROAD 26Q1-2900-gdf79404cd8, Yosys 0.63+post, stock flow scripts
make -C /OpenROAD-flow-scripts/flow DESIGN_CONFIG=/design/flow/config.mk WORK_HOME=/design/flow/orfs finish
```

## /design/flow/constraint.sdc

```tcl
current_design mux_2bit

set clk_period 1.0
set clk_io_pct 0.2

create_clock -name clk0 -period $clk_period

set non_clock_inputs [all_inputs -no_clocks]
set_input_delay [expr $clk_period * $clk_io_pct] -clock clk0 $non_clock_inputs
set_output_delay [expr $clk_period * $clk_io_pct] -clock clk0 [all_outputs]
```

## /design/flow/config.mk

```make
export PLATFORM = sky130hd
export DESIGN_NAME = mux_2bit
export DESIGN_NICKNAME = mux_2bit
export VERILOG_FILES = /design/flow/design.v
export SDC_FILE = /design/flow/constraint.sdc
export NUM_CORES = 4
export LEC_CHECK = 1
export CORE_AREA = 10 10 84 84
export DIE_AREA = 0 0 94 94
```

==> commit_impl_results.txt <==
Record implementation results from latest flow run

* Ranking of synthesized cells by instance count: sky130_fd_sc_hd__mux4_2, sky130_fd_sc_hd__buf_12, sky130_fd_sc_hd__buf_2
- Tool warning count: 35
- Hold/Removal Path Class: in2out
* Max Clock Freq: 0.735 GHz
* Worst VDD drop: 179 uV
* Drt first-iter violations: 24
- Cell internal power was estimated by the tool at 660 uW.
- CP bufs+invs: 4
- Share of total power in combinational logic: 1.000
* Cell type with the highest aggregate area in the netlist: sky130_fd_sc_hd__mux4_2
* Routed wire per std cell: 24.0 um
- Net switching component of the power: 238 uW
- Pwr per Cell Area: 377 mW/mm^2
- Combined flip-flop and latch cell area: 0 um^2
- Yosys stat counts 39 cells in the synthesized netlist.
- Post-Syn Area: 815 um^2
- Number of distinct library cells after synthesis: 5
- Top cells by area: sky130_fd_sc_hd__mux4_2, sky130_fd_sc_hd__buf_12, sky130_fd_sc_hd__mux4_1
- Number of optimization iterations in the first detailed-route pass: 3
- The pre-CTS setup check shows a worst slack of -0.929 ns.
* Post-CTS Hold Fix Bufs: 0
- The warning tally printed by Yosys for this design is 1.
* Category of the critical setup timing path: in2out
* Via count of the first global-routing pass: 1466
- Global-route wire length before repair: 9430 um
- Final hold violations: 0
- The horizontal die dimension reported for this design is 94 um.
* Multi-input combinational cell area: 721 um^2
- Port Buffer Count: 162
- Num ports: ~160
- Setup repair after global routing could not meet its margin everywhere.
* Via count: 1212
- Placement Cell Area: 0.00248 mm^2
* Final std cell area, no fill: 0.00238 mm^2
- Traced cell by cell, the critical path runs through buf_12 -> buf_12 -> buf_12 -> mux4_2 -> buf_2.
* Final setup violation count: 32
- CP endpoint kind: primary output
- Per the final report, max-transition violations number 0.
- The run finished, with violations left.
- In the global route stage, overall resource usage came out at 0.146.
* Switching portion of total power: 0.265
- The routed design could run at a clock period as short as 1.36 ns.
- Power share of the clock group: 0
- The worst setup path is launched from an input port.
* Worst path most repeated cell: sky130_fd_sc_hd__buf_12
- Synth-to-Final Area Change: 193%
- In the routed layout, each cell is associated on average with a via count of approximately 4.3.
- On the final layout, the worst hold slack is 0.793 ns.
- Sequential cell count of the final layout: 0
- STA puts the critical path data required time at ~0.8 ns.
- Ratio of final minimum period to clock period: 1.36
- The initial antenna violation count is 2.
- Max Fanout on Critical Path: 5
- TritonRoute reported its final design rule violation total as 0.
* Data arrival time of the critical path: 1.16 ns
* Register area share after synthesis: 0
- Measured along the y axis, the die boundary spans approximately 94 um.
- Detailed Place HPWL: 5690 um
- Cell type of the slowest stage on the worst timing path: sky130_fd_sc_hd__mux4_2
- For this configuration, the core starts out at a cell density of 0.156.
- Maximum number of pins on one net before global-route repair: 11
* Final weighted congestion in routability-driven placement: 0.810
- The power report puts the leakage power at about 0.0011 uW.
- The synthesized instance count is 39.
- Sum of routed wire length over all layers: 6710 um
- Filler cell count in the final layout: 525
- Yosys instantiated no cell more often than sky130_fd_sc_hd__mux4_2.
- Power share of the sequential group: 0
- The area fraction of the largest cell type after synthesis is 0.829.
- Per the GRT congestion report, total overflow comes to 0.
* Syn_area_per_cell: between 20 and 25 um^2
- The detail route stage leaves a number of antenna-violating nets equal to 0.
- Final worst slack: -0.361 ns
- Tally of max-capacitance violations: 0
- Violated checks: setup timing
- The total area inside the core boundary comes to 0.00520 mm^2.
- Delay contributed by the slowest stage of the critical path: 0.50 ns
* Layout cell share with drive strength beyond 1: 0.418
- Looking at the max-slew report, the worst-margin pin has a slew of 0.110 ns.
- Slew HR: 0.927
- The die covers slightly below 0.009 mm^2.
* Summed standard-cell area reported by yosys: 815 um^2
* Number of standard-cell rows in the floorplan: 26
* Clock buffer count in the final layout: 0
* Crit-path leading delay family: multiplexers
==> power by group through the flow <==
stage,sequential [uW],combinational [uW],clock (uW)
4_1_cts,0,922,0
6_report,0,898,0.000267
5_1_grt,0,967,0.000134
==> per-layer routing <==
layer,global-route usage,part of all wire,up-vias
met4,0.00506,0.0031,0
met1,0.173,0.36,589
li1,-,-,551
met2,0.268,0.56,70
met5,0,0,-
met3,0.0428,0.073,2
==> metrics by stage <==
step                      TNS, ns  instances  power (uW)  utilization
after floorplan             -2.75         39         287            -
after global placement     -28.58        267        1080        0.476
after detailed placement   -28.70        267        1090        0.476
after CTS                  -10.46        278         922        0.459
after global routing       -10.81        279         967        0.457
final                       -9.66        280         898        0.458
==> repair_timing <==
action / 4_1_cts / 5_1_grt
resized: 269 / 4
gates cloned: 5 / 0
buffers inserted: 6 / 1
setup endpoints to repair: 32 / 32
pin swaps: 0 / 0
==> area by class of cell <==
class,count,area share
repair buffers,176,0.659
multi-input cells,32,0.302
well taps,70,0.0367
diodes,2,0.00210
==> cell families after synthesis <==
logic type	Yosys count	share of synthesized area
buffers and inverters	7	0.106
multiplexers	32	0.894
==> path summary, 6_finish.rpt <==
check / start / depth (start not counted) / to / slack (ns)
max: select[0] / 5 / output_data[23] / -0.36
min: input_data3[28] / 3 / output_data[28] / 0.79
==> cell usage in the layout (no fill, tap or decap), drive strengths merged <==
cell type | synthesis | layout
dlygate4sd2 | 0 | 120
diode | 0 | 2
buf | 7 | 54
mux4 | 32 | 32
bufbuf | 0 | 1
clkdlybuf4s15 | 0 | 1
==> worst min-delay path, cell delays in order <==
cell and delay [ns]:
sky130_fd_sc_hd__buf_2 0.07, sky130_fd_sc_hd__mux4_2 0.23, sky130_fd_sc_hd__buf_6 0.09
Power figures rest on the tool's default switching activity, not on a simulated workload.
