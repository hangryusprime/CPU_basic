### /design/flow/config.mk
export PLATFORM = sky130hd
export DESIGN_NAME = ALU
export DESIGN_NICKNAME = ALU
export VERILOG_FILES = /design/flow/design.v
export SDC_FILE = /design/flow/constraint.sdc
export NUM_CORES = 4
export LEC_CHECK = 1
export CORE_UTILIZATION = 40
### /design/flow/constraint.sdc
current_design ALU

set clk_period 14.9
set clk_io_pct 0.2

create_clock -name clk0 -period $clk_period

set non_clock_inputs [all_inputs -no_clocks]
set_input_delay [expr $clk_period * $clk_io_pct] -clock clk0 $non_clock_inputs
set_output_delay [expr $clk_period * $clk_io_pct] -clock clk0 [all_outputs]
### /design/flow/design.v
`timescale 1ns / 1ps
module ALU(output_data, zero, sourceA, sourceB, ALUSel);
parameter word_size = 32;
input [word_size-1:0] sourceA, sourceB;
input [3:0] ALUSel; 
output reg [word_size-1:0] output_data;
output reg zero;
initial begin
zero = 1'b0;
end
always @(sourceA, sourceB, ALUSel) begin
	case (ALUSel)
		4'h0: output_data = sourceA;
		4'h1: output_data = ~sourceA;
		4'h2: output_data = sourceA + sourceB;
		4'h3: begin
				output_data = sourceA - sourceB;
					if ((sourceA - sourceB) == 0) begin
						zero = 1;
					end
					else begin
						zero = 0;
					end
		end
		4'h4: output_data = sourceA | sourceB;
		4'h5: output_data = sourceA & sourceB;
		4'h6: output_data = sourceA ^ sourceB;
		4'h7: output_data = ($signed(sourceA) < $signed(sourceB))? 1 : 0;
		default: output_data = 0;
	endcase
end
endmodule
### /design/flow/run.sh
#!/bin/bash
# OpenROAD 26Q1-2900-gdf79404cd8, Yosys 0.63+post, stock flow scripts
make -C /OpenROAD-flow-scripts/flow DESIGN_CONFIG=/design/flow/config.mk WORK_HOME=/design/flow/orfs finish
==> run summary <==
flow finished, numbers: Net Sw Frac=0.5717, 1st-iter DRT viols=620, number of unconstrained endpoints=2, Yosys cell types=73, Largest register FFs=1, Worst EP arrival=7.37 ns, Yosys reg bits=1, P_sw=161.8 µW, Max Cap Viol=0, max-slew violations=0, largest net degree at the start of global routing=53, CP Data Required Time=11.92 ns, cell area after synthesis=6227 µm², top cells by count=o21ai_0, ha_1, inv_1, a21oi_1, nand2_1, unrepaired setup endpoints after global routing=no, # resized after CTS=0, final setup vio count=0, Crit path top cell by count=clkdlybuf4s50_1, period utilization=0.6948, io pins=101, chip area=16,070 µm², drt first pass iters=5, Layout fillers=1,577, Antenna Diode Count=0, design area=7234 µm², leakage power=0.003101 µW, Cells after Synth=968, Top area cell types=ha_1, o21ai_0, a21oi_1, inv_1, nand2_1, final hold vios=0, Die Ht=126.8 µm, peak supply drop=0.01552 mV, fmax=0.09660 GHz, gr usage total=0.2586, EDFF count, synth=0, register pins left without a clock=1, hold endpoint=output_data[0], largest stage delay on the critical path=0.67 ns, yosys cell count=968, FFs w/ async S/R, synth=0, DR vias/cell=5.862, Synth Flop Type=dlxtp_1, placed cell area=7234 µm², Final ANT Viol Nets=0, area share, top type=0.2029, crit-path max FO=11, Clk pwr share=0, Port Buffers=101, max_slew headroom=0.4161, final wirelength=20,770 µm, YS warnings=1, P_int=121.2 µW, CP Capture Type=output pin, Setup Crit Path Kind=in2out, worst-margin pin slew=0.8678 ns, Synth Area per Inst=6.433 µm², Hold WC Path Type=in2out, outcome=completed, initial core utilization=0.4096, Die Span X=126.8 µm, row count=45, most common cell in the netlist=o21ai_0, total grt overflow=0, Core Region=15,200 µm², critical-path cell list=clkdlybuf4s50_1 -> inv_1 -> ha_1 -> nor2b_1 -> or4_4 -> o211a_1 -> o21a_4 -> o41ai_2 -> o211ai_1 -> a21oi_1 -> mux2i_1 -> xnor2_1 -> o21ai_0 -> clkdlybuf4s50_1, Log Warnings=101, Yosys chip area=6227 µm², hold depth=4, CP max stage cell=o41ai_2, Yosys top cell by area=ha_1, hold path start=ALUSel[0], post-layout min period=10.35 ns, Syn-to-layout area delta=16.17%, Sequential Power Share=0, Power Density=39.12 nW/µm², total negative slack=0 ns, half-perimeter wire length after placement=16,060 µm, GP Congestion=1.004, Via Count=7,046, CP Launch Type=input pin, average routed wire per standard cell=17.28 µm, Remaining DRCs=0, # hold bufs at CTS=0, initial antenna violation count=0, vias in the first global route=6,433, first-pass GRT wire length=33,730 µm, Post-CTS Setup Bufs=0, layout cell share with drive strength beyond 1=0.03550, Gate power share=1.000
[per-stage QoR]
step | hold WS (ns) | cells | setup WS (ns) | util | total power [µW]
final | 6.915 | 1202 | 4.548 | 0.4759 | 283.0
after global routing | 6.974 | 1202 | 4.219 | 0.4759 | 312.5
after CTS | 6.908 | 1202 | 4.616 | 0.4759 | 280.7
after detailed placement | 6.910 | 1202 | 4.622 | 0.4759 | 278.5
after global placement | 6.907 | 1202 | 4.667 | 0.4759 | 280.3
after floorplan | 5.994 | 968 | 6.489 | - | 187.4
[worst max-delay path by stage]
stage         startpoint              end  slack, ns
global route  sourceA[4]  output_data[27]       4.22
finish        sourceA[6]  output_data[27]       4.55
CTS           sourceA[6]  output_data[27]       4.62
[area by class of cell]
cell class | instances | area (µm²) | share of cell area
Inverter | 99 | 371.6 | 0.05137
Multi-Input combinational cell | 806 | 5552 | 0.7674
Sequential cell | 1 | 15.01 | 0.002075
Tap cell | 188 | 235.2 | 0.03251
Timing Repair Buffer | 108 | 1061 | 0.1467
[layer usage]
| layer | part of all wire | up-vias | global-route usage |
|---|---|---|---|
| met3 | 0.060 | 16 | 0.01934 |
| met5 | 0 | - | 0 |
| met1 | 0.48 | 3214 | 0.3887 |
| met4 | 0.010 | 0 | 0.03081 |
| met2 | 0.45 | 261 | 0.4153 |
| li1 | - | 3555 | - |
[logic make-up after synthesis]
| logic type | Yosys count | share of synthesized area |
|---|---|---|
| latches | 1 | 0.002410 |
| buffers and inverters | 161 | 0.1077 |
| AND/OR/NAND/NOR | 269 | 0.2057 |
| multiplexers | 9 | 0.01467 |
| XOR/XNOR | 61 | 0.08580 |
| adder cells (fa/ha/maj) | 103 | 0.2094 |
| AND-OR/OR-AND | 364 | 0.3743 |
[placed cells by master (no fill, tap or decap), types with 4 or more instances in the layout]
master,instances
o31ai_1,12
mux2i_1,8
nor3_1,14
nor4_1,18
ha_1,101
o211ai_1,14
nor2_1,69
clkdlybuf4s50_1,100
a211oi_1,12
o221ai_1,4
o22ai_1,5
xnor2_1,34
nand2b_1,6
o21ai_0,111
nand3_1,17
a31oi_1,9
or3_1,5
and3_1,4
nand2_1,89
a2111oi_0,4
a21oi_1,89
o21a_1,8
nand4_1,5
a221oi_1,6
buf_4,8
nor2b_1,15
a21o_1,11
a22oi_1,27
or4_1,4
o311ai_0,4
inv_1,99
xor2_1,27
or2_2,9
a211o_1,4
o21bai_1,7
[power groups by stage]
stage     Combinational, µW  Sequential, µW  Clock, µW
6_report                283          0.0447          0
5_1_grt                 312          0.0446          0
4_1_cts                 281          0.0447          0
[critical path: cells and delay by family]
family | cells | cell delay [ns]
fa+ha+maj | 1 | 0.51
compound gates | 6 | 1.96
xor+xnor | 1 | 0.15
simple gates | 2 | 0.54
mux | 1 | 0.13
buf+inv | 3 | 1.10
Power is estimated from default activity; no workload was simulated.
